$ cat design/flow/config.mk
export PLATFORM = sky130hd
export DESIGN_NAME = axi_lite_master
export DESIGN_NICKNAME = axi_lite_master
export VERILOG_FILES = /design/flow/design.v
export SDC_FILE = /design/flow/constraint.sdc
export NUM_CORES = 4
export LEC_CHECK = 1
export CORE_AREA = 10 10 70 70
export DIE_AREA = 0 0 80 80
$ cat design/flow/constraint.sdc
current_design axi_lite_master

set clk_period 1.3
set clk_io_pct 0.2

create_clock -name clk0 -period $clk_period [get_ports {ACLK}]

set non_clock_inputs [all_inputs -no_clocks]
set_input_delay [expr $clk_period * $clk_io_pct] -clock clk0 $non_clock_inputs
set_output_delay [expr $clk_period * $clk_io_pct] -clock clk0 [all_outputs]
$ cat design/flow/design.v
module axi_lite_master(
    input  wire        ACLK,
    input  wire        ARESETn,
    output reg  [31:0] M_AXI_AWADDR,
    output reg         M_AXI_AWVALID,
    input  wire        M_AXI_AWREADY,
    output reg  [2:0]  M_AXI_AWPROT,
    output reg  [31:0] M_AXI_WDATA,
    output reg  [3:0]  M_AXI_WSTRB,
    output reg         M_AXI_WVALID,
    input  wire        M_AXI_WREADY,
    input  wire [1:0]  M_AXI_BRESP,
    input  wire        M_AXI_BVALID,
    output reg         M_AXI_BREADY,
    output reg  [31:0] M_AXI_ARADDR,
    output reg         M_AXI_ARVALID,
    input  wire        M_AXI_ARREADY,
    output reg  [2:0]  M_AXI_ARPROT,
    input  wire [31:0] M_AXI_RDATA,
    input  wire [1:0]  M_AXI_RRESP,
    input  wire        M_AXI_RVALID,
    output reg         M_AXI_RREADY
);
parameter 
    RESET_WAIT = 0,
    IDLE = 1,
    WRITE = 2,
    WAIT_B = 3,
    READ = 4,
    WAIT_R = 5,
    DONE = 6;
reg [2:0] state;
always @(posedge ACLK) begin
    if (!ARESETn) begin
        state <= RESET_WAIT;
        M_AXI_AWVALID <= 0;
        M_AXI_WVALID  <= 0;
        M_AXI_BREADY  <= 0;
        M_AXI_ARVALID <= 0;
        M_AXI_RREADY  <= 0;
        M_AXI_AWPROT <= 3'b000;
        M_AXI_ARPROT <= 3'b000;
    end else begin
        case (state)
            RESET_WAIT: begin
                state <= IDLE;
            end
            IDLE: begin
                M_AXI_AWADDR  <= 32'h0000_0004;
                M_AXI_WDATA   <= 32'h1234_5678;
                M_AXI_WSTRB  <= 4'b1111;
                M_AXI_AWVALID <= 1;
                M_AXI_WVALID  <= 1;
                state <= WRITE;
            end
            WRITE: begin
                if (M_AXI_AWREADY) M_AXI_AWVALID <= 0;
                if (M_AXI_WREADY)  M_AXI_WVALID  <= 0;
                if (!M_AXI_AWVALID && !M_AXI_WVALID) begin
                    M_AXI_BREADY <= 1;
                    state <= WAIT_B;
                end
            end
            WAIT_B: begin
                if (M_AXI_BVALID) begin
                    M_AXI_BREADY <= 0;
                    state <= READ;
                end
            end
            READ: begin
                M_AXI_ARADDR  <= 32'h0000_0004;
                M_AXI_ARVALID <= 1;
                if (M_AXI_ARVALID && M_AXI_ARREADY) begin
                    M_AXI_ARVALID <= 0;
                    M_AXI_RREADY  <= 1;
                    state <= WAIT_R;
                end
            end
            WAIT_R: begin
                if (M_AXI_RVALID) begin
                    M_AXI_RREADY <= 0;
                    state <= DONE;
                end
            end
            DONE: begin
                state <= DONE;
            end
        endcase
    end
end
endmodule
$ cat design/flow/run.sh
#!/bin/bash
# OpenROAD 26Q1-2900-gdf79404cd8, Yosys 0.63+post, stock flow scripts
make -C /OpenROAD-flow-scripts/flow DESIGN_CONFIG=/design/flow/config.mk WORK_HOME=/design/flow/orfs finish
==> qor.csv <==
metric,value,unit
result of the run,"finished, final reports clean",
Die Area,0.00640,sq mm
cell-internal power,514,uW
share of post-route cells with drive strength above 1,8.19,%
"Seq/Total Area, Yosys",18.5,%
Final Max-Slew Violation Tally,0,
count of antenna-violating nets left after detailed routing,0,
"most common cell after layout, fill and taps aside",conb_1,
gate count of the mapped netlist,153,
top logic cells by instance count in the layout,"conb_1 (106), nand2_1 (8), a21oi_1 (6), clkdlybuf4s50_1 (6), dfxtp_1 (6)",
power density of the placed cells,670,mW/mm^2
TritonCTS clock tree,done,
Port Buf Inserts,11,
total routed wirelength,2180,um
CTS max path bufs,2,
Max Cap Viol,0,
Worst Hold Path EP,state[4],
H-tree lvl count,1,
Final Instance Area,0.00102,sq mm
arrival time of the worst setup path,0.81,ns
number of warnings in the stage logs,61,
kind of start point of the critical path,flop,
hold path startpoint,state[0],
slowest cell on the critical path,dfxtp_2,
number of antenna diodes,0,
Clk network pwr share,33.6,%
Syn-to-layout area delta,-14.6,%
Floorplan Core Area,0.00342,sq mm
vias after detailed routing,630,
switching share of total power,24.5,%
Worst Setup End Kind,output port,
VDD IR max,195,uV
fraction of the cycle the final worst path needs,82.6,%
crit-path leading delay family,flip-flops,
vertical extent of the die,80,um
hpwl dp,1940,um
final setup vio count,0,
"Min Clock Period, post-route",1.07,ns
Skew-Pair Late Insertion Delay,0.26,ns
initial antenna violation count,0,
RSZ-0062 raised after global routing,no,
cell area reported after detailed placement,953,sq um
iteration-0 DRC count of the detailed router,36,
warning count from the yosys run,1,
Overall Global Routing Usage,5.50,%
io pins,154,
chip area estimate from yosys synthesis,0.00119,sq mm
maximum clock frequency,0.931,GHz
portion of total power attributed to combinational logic,13.4,%
Reg-to-Reg Start,M_AXI_WVALID,
register clock-pin slew on the reported worst setup and hold paths,0.07,ns
capture instance of the worst register-to-register path,M_AXI_BREADY,
"Critical Path, Cell by Cell",dlygate4sd2_1,
CP Max Fanout,2,
Flops after synth,11,
clock tree root driver cell,clkbuf_4,
total count of hold-check failures in the final report,0,
tally of unique sky130hd cells used after synthesis,17,
setup TNS,0,ns
fp util,34.9,%
via count of the first global-routing pass,697,
drt pass-1 iters,4,
mean instance size in the synthesized netlist,7.79,sq um
Max stage delay on crit path,0.32,ns
WHS Path Cells,1,
largest net degree at the start of global routing,11,
post-route clock skew,0.000560,ns
number of buffer and inverter stages on the critical path,1,
average vias per placed instance,2.90,
critical path class,flop to output port,
Post-Syn Area,0.00119,sq mm
CTS buffer count,3,
cell row count,21,
required arrival time at the worst endpoint,1.04,ns
wire length of the first global-routing pass,3110,um
register share of total power,53.0,%
final weighted congestion of routability-driven global placement,0.776,
# Cells Yosys,153,
HP Class,flop to flop,
overall power of the completed layout,682,uW
worst reg-to-reg setup slack,0.43,ns
TritonCTS Sinks,11,
worst hold margin,0.429,ns
Pleak,0.583,nW
net load switching power,167,uW
depth of the most critical reg-to-reg path,4,
number of remaining DRC errors,0,
wire length per cell,10.1,um
width of the chip,80,um
residual overflow from global routing,0,
[per-stage QoR]
| step | setup WS [ns] | instances | util (%) |
|---|---|---|---|
| after floorplan | 0.575 | 257 | - |
| after CTS | 0.212 | 217 | 29.8 |
| after detailed placement | 0.166 | 208 | 27.9 |
| after global placement | 0.161 | 208 | 27.9 |
| final | 0.226 | 217 | 29.8 |
| after global routing | 0.184 | 217 | 29.8 |
[how the worst max path moves through the flow]
stage	from	end	slack, ns	cells after the start
4_1_cts	M_AXI_ARVALID	M_AXI_ARVALID	0.21	1
5_1_grt	M_AXI_ARVALID	M_AXI_ARVALID	0.18	1
6_report	M_AXI_ARVALID	M_AXI_ARVALID	0.23	1
[repair_timing]
item                       4_1_cts  5_1_grt
hold buffers                     0        0
setup endpoints to repair        5        0
buffers inserted                 5        0
resized                         10        0
[registers in the layout (all words and copies together), names as in the netlist]
register and flops:
state 6, M_AXI_AWVALID 1, M_AXI_WVALID 1, M_AXI_RREADY 1, M_AXI_ARVALID 1, M_AXI_BREADY 1
[cell type report]
type	count	area [sq um]
inverters	2	7.51
multi-input cells	138	558
clock buffers	4	26.3
flip-flops and latches	11	226
repair buffers	16	141
well taps	46	57.6
fillers	384	2400
[cell usage after synthesis]
cell type | n | area share [%]
buf_4 | 106 | 67
dfxtp_1 | 11 | 18
nand2_1 | 8 | 2.5
a21oi_1 | 6 | 2.5
nor2_1 | 5 | 1.6
a31oi_1 | 2 | 1.1
conb_1 | 2 | 0.63
nand3_1 | 2 | 0.84
nor2b_1 | 2 | 1.1
o21ai_0 | 2 | 0.84
and2_1 | 1 | 0.53
inv_1 | 1 | 0.31
inv_2 | 1 | 0.31
nand2b_1 | 1 | 0.53
nand3b_1 | 1 | 0.63
nand4b_1 | 1 | 0.74
o211ai_1 | 1 | 0.63
[metal layers]
| layer | wire, um | GRT usage [%] |
|---|---|---|
| met5 | 0 | 0 |
| met4 | 15 | 1.06 |
| met3 | 235 | 1.14 |
| met2 | 1050 | 9.47 |
| met1 | 879 | 6.92 |
[power groups by stage]
| stage | clock, mW | sequential (mW) | combinational, mW |
|---|---|---|---|
| CTS | 0.235 | 0.361 | 0.0996 |
| finish | 0.229 | 0.361 | 0.0915 |
| global route | 0.250 | 0.363 | 0.117 |
[worst reg2reg max path, delay by kind of cell, from the launching register on]
kind                   cells  cell delay, ns
AOI/OAI and AO/OA          1            0.12
and+or+nand+nor            2            0.23
buffers and inverters      1            0.13
DFF                        1            0.32
[logic make-up after synthesis]
family	share of synthesized area, %
other	0.630
flip-flops	18.5
AND-OR/OR-AND	5.04
buffers and inverters	67.4
AND/OR/NAND/NOR	8.40
No activity file was given, so power comes from the tool's default toggle rates.
