## /design/flow/design.v

```verilog
module master(
    input  wire        ACLK,
    input  wire        ARESETn,
    output reg  [31:0] M_AXI_AWADDR,
    output reg         M_AXI_AWVALID,
    input  wire        M_AXI_AWREADY,
    output reg  [2:0]  M_AXI_AWPROT,
    output reg  [3:0]  M_AXI_AWID,
    output reg  [7:0]  M_AXI_AWLEN,
    output reg  [2:0]  M_AXI_AWSIZE,
    output reg  [1:0]  M_AXI_AWBURST,
    output reg  [3:0]  M_AXI_AWCACHE,
    output reg         M_AXI_AWLOCK,
    output reg  [3:0]  M_AXI_AWQOS,
    output reg  [3:0]  M_AXI_AWREGION,
    output reg  [31:0] M_AXI_WDATA,
    output reg  [3:0]  M_AXI_WSTRB,
    output reg         M_AXI_WVALID,
    input  wire        M_AXI_WREADY,
    output reg         M_AXI_WLAST,
    input  wire [1:0]  M_AXI_BRESP,
    input  wire        M_AXI_BVALID,
    output reg         M_AXI_BREADY,
    input  wire [3:0]  M_AXI_BID,
    output reg  [31:0] M_AXI_ARADDR,
    output reg         M_AXI_ARVALID,
    input  wire        M_AXI_ARREADY,
    output reg  [2:0]  M_AXI_ARPROT,
    output reg  [3:0]  M_AXI_ARID,
    output reg  [7:0]  M_AXI_ARLEN,
    output reg  [2:0]  M_AXI_ARSIZE,
    output reg  [1:0]  M_AXI_ARBURST,
    output reg  [3:0]  M_AXI_ARCACHE,
    output reg         M_AXI_ARLOCK,
    output reg  [3:0]  M_AXI_ARQOS,
    output reg  [3:0]  M_AXI_ARREGION,
    input  wire [31:0] M_AXI_RDATA,
    input  wire [1:0]  M_AXI_RRESP,
    input  wire        M_AXI_RVALID,
    output reg         M_AXI_RREADY,
    input  wire [3:0]  M_AXI_RID,
    input  wire        M_AXI_RLAST
);
parameter RESET_WAIT = 2'd0, WRITE = 2'd1, READ = 2'd2, DONE = 2'd3;
reg [1:0] state;
localparam BURST_LEN = 4;        
reg [7:0] w_beat_cnt;            
localparam TOTAL_BURSTS = 8;
localparam MAX_WR_OUTSTANDING = 4;
reg [2:0] wr_outstanding;        
reg [2:0] rd_outstanding;
reg w_active;
reg [7:0] aw_issue_idx;
reg [7:0] w_burst_idx;
reg [3:0] aw_pending;
reg [7:0] ar_issue_idx;
wire aw_can_issue;
assign aw_can_issue = (aw_issue_idx < TOTAL_BURSTS) && 
                    (wr_outstanding < MAX_WR_OUTSTANDING) && 
                    !M_AXI_AWVALID;
wire ar_can_issue;
assign ar_can_issue = (ar_issue_idx < TOTAL_BURSTS) &&
                    (rd_outstanding < MAX_WR_OUTSTANDING) &&
                    !M_AXI_ARVALID;
localparam ID_W = 4;
localparam ID_NUM = 1 << ID_W;
reg r_active [0 : ID_NUM - 1];
reg [7:0] r_beat_cnt [0 : ID_NUM - 1];
wire [ID_W - 1 : 0] rid = M_AXI_RID;
integer i;
always @(posedge ACLK) begin
    if (!ARESETn) begin
        state <= RESET_WAIT;
        M_AXI_AWVALID <= 0;
        M_AXI_AWPROT <= 0;
        M_AXI_AWID <= 0;
        M_AXI_AWLEN <= 0;
        M_AXI_AWSIZE <= 3'b010;
        M_AXI_AWBURST <= 2'b01;
        M_AXI_AWCACHE <= 4'b0011;
        M_AXI_AWLOCK <= 0;
        M_AXI_AWQOS <= 0;
        M_AXI_AWREGION <= 0;
        M_AXI_WVALID  <= 0;
        M_AXI_WLAST <= 0;
        M_AXI_BREADY  <= 1;          
        w_active <= 0;
        aw_issue_idx <= 0;
        w_burst_idx <= 0;
        aw_pending <= 0;
        M_AXI_ARVALID <= 0;
        M_AXI_ARPROT <= 0;
        M_AXI_ARID    <= 0;
        M_AXI_ARLEN   <= 0;
        M_AXI_ARSIZE  <= 3'b010;
        M_AXI_ARBURST <= 2'b01;
        M_AXI_ARCACHE <= 4'b0011;
        M_AXI_ARLOCK <= 0;
        M_AXI_ARQOS <= 0;
        M_AXI_ARREGION <= 0;
        M_AXI_RREADY  <= 0;
        ar_issue_idx <= 0;
        for (i = 0; i < ID_NUM; i = i + 1) begin
            r_active[i] <= 0;
            r_beat_cnt[i] <= 0;
        end
    end else begin
        case (state)
            RESET_WAIT: begin
                state <= WRITE;
            end
            WRITE: begin
                if (aw_can_issue) begin
                    M_AXI_AWADDR  <= 32'h0000_0000 + (aw_issue_idx * 16);
                    M_AXI_AWLEN   <= BURST_LEN - 1;
                    M_AXI_AWSIZE  <= 3'b010;
                    M_AXI_AWBURST <= 2'b01;
                    M_AXI_AWVALID <= 1;
                    aw_issue_idx <= aw_issue_idx + 1;
                end 
                if (M_AXI_AWVALID && M_AXI_AWREADY) begin
                    M_AXI_AWVALID <= 0;
                    aw_pending <= aw_pending + 1;
                end
                if (!w_active && aw_pending > 0) begin
                    M_AXI_WDATA <= 32'h1000_0000 + (w_burst_idx * 16);
                    M_AXI_WSTRB <= 4'b1111;
                    M_AXI_WVALID <= 1;
                    M_AXI_WLAST <= 0;
                    w_active <= 1;
                    w_beat_cnt <= 0;
                end
                if (w_active && M_AXI_WVALID && M_AXI_WREADY) begin
                    w_beat_cnt <= w_beat_cnt + 1;
                    M_AXI_WDATA <= M_AXI_WDATA + 1;
                    if (w_beat_cnt == BURST_LEN - 2) begin
                        M_AXI_WLAST <= 1;
                    end
                    if (w_beat_cnt == BURST_LEN - 1) begin
                        M_AXI_WVALID <= 0;
                        M_AXI_WLAST <= 0;
                        w_active <= 0;
                        w_burst_idx <= w_burst_idx + 1;
                        aw_pending <= aw_pending - 1;
                    end
                end
                if ((aw_issue_idx == TOTAL_BURSTS) && 
                    (wr_outstanding == 0) && 
                    !w_active && !M_AXI_AWVALID) begin
                    state <= READ;
                end 
            end
            READ: begin
                if (ar_can_issue) begin
                    M_AXI_ARADDR <= 32'h0000_0000 + ar_issue_idx * 16;
                    M_AXI_ARLEN <= BURST_LEN - 1;
                    M_AXI_ARSIZE <= 3'b010;
                    M_AXI_ARBURST <= 2'b01;
                    M_AXI_ARID <= ar_issue_idx[ID_W - 1 : 0];
                    M_AXI_ARVALID <= 1;
                    ar_issue_idx <= ar_issue_idx + 1;
                end
                if (M_AXI_ARVALID && M_AXI_ARREADY) begin
                    M_AXI_ARVALID <= 0;
                end
                if (rd_outstanding > 0) begin
                    M_AXI_RREADY <= 1;
                end
                else begin
                    M_AXI_RREADY <= 0;
                end
                if (M_AXI_RVALID && M_AXI_RREADY) begin
                    $display("Read ID %0d beat %0d = %h", 
                            rid, r_beat_cnt[rid], M_AXI_RDATA);
                    if (!r_active[rid]) begin
                        r_active[rid] <= 1;
                        r_beat_cnt[rid] <= 1;
                    end 
                    else begin
                        r_beat_cnt[rid] <= r_beat_cnt[rid] + 1;
                    end
                    if (M_AXI_RLAST) begin
                        r_active[rid] <= 0;
                        r_beat_cnt[rid] <= 0;
                    end
                end
                if ((ar_issue_idx == TOTAL_BURSTS) && 
                    (rd_outstanding == 0) && 
                    !M_AXI_ARVALID) begin
                    state <= DONE;
                end 
            end 
            DONE: begin
                state <= DONE;
            end
        endcase
    end
end
always @(posedge ACLK) begin
    if (!ARESETn) begin
        wr_outstanding <= 0;
    end else begin
        case ({M_AXI_AWVALID && M_AXI_AWREADY,
               M_AXI_BVALID  && M_AXI_BREADY})
            2'b10: wr_outstanding <= wr_outstanding + 1;
            2'b01: wr_outstanding <= wr_outstanding - 1;
            2'b11: wr_outstanding <= wr_outstanding;         
            default: wr_outstanding <= wr_outstanding;
        endcase
    end
end
always @(posedge ACLK) begin
    if (!ARESETn) begin
        rd_outstanding <= 0;
    end else begin
        case ({M_AXI_ARVALID && M_AXI_ARREADY,
               M_AXI_RVALID && M_AXI_RREADY && M_AXI_RLAST})
            2'b10: rd_outstanding <= rd_outstanding + 1;
            2'b01: rd_outstanding <= rd_outstanding - 1;
            2'b11: rd_outstanding <= rd_outstanding;
            default: rd_outstanding <= rd_outstanding;
        endcase
    end
end
endmodule
```

## /design/flow/run.sh

```bash
#!/bin/bash
# OpenROAD 26Q1-2900-gdf79404cd8, Yosys 0.63+post, stock flow scripts
make -C /OpenROAD-flow-scripts/flow DESIGN_CONFIG=/design/flow/config.mk WORK_HOME=/design/flow/orfs finish
```

## /design/flow/constraint.sdc

```tcl
current_design master

set clk_period 4.2
set clk_io_pct 0.2

create_clock -name clk0 -period $clk_period [get_ports {ACLK}]

set non_clock_inputs [all_inputs -no_clocks]
set_input_delay [expr $clk_period * $clk_io_pct] -clock clk0 $non_clock_inputs
set_output_delay [expr $clk_period * $clk_io_pct] -clock clk0 [all_outputs]
```

## /design/flow/config.mk

```make
export PLATFORM = sky130hd
export DESIGN_NAME = master
export DESIGN_NICKNAME = master
export VERILOG_FILES = /design/flow/design.v
export SDC_FILE = /design/flow/constraint.sdc
export NUM_CORES = 4
export LEC_CHECK = 1
export CORE_UTILIZATION = 50
```

==> impl_metrics.csv <==
group,metric,value,unit
setup_path,cp_num_buf_inv,4,
run_status,outcome,"finished clean",
final_layout,finalNonFillerCells,794,
global_routing,grt_usage,0.175,
synth,ys_top_cells_by_area,"edfxtp_1 (30%), dfxtp_1 (17%), buf_4 (15%)",
synth,post-synth-top-count-cell,"buf_4",
timing,slew_violations,0,
timing,rsz0062_at_grt,"no",
floorplanning,fp_util,0.519,
floorplanning,die_area,11800,µm²
final_layout,synthToLayoutAreaGrowth,12.4,%
route,num_antenna_cells,0,
timing,finalHoldViolations,0,
global_routing,grt_max_degree,41,
placed_design,pre_cts_ws,1.04,ns
final_layout,design_area,6400,µm²
route,wire_per_inst,12.2,µm
synth,synth_cell_types,45,
global_routing,grt-ovfl-total,0,
setup_path,end_kind,"flip-flop",
setup_path,critPathMaxStageDelay,0.48,ns
setup_path,cp_cell_sequence,"clkdlybuf4s50_1 > buf_4 > clkinv_1 > a21oi_4 > buf_4",
timing,finalCritPeriodShare,0.655,
synth,synth-edff-count,56,
route,drt-pass1-iter-count,4,
synth,synthCells,585,
synth,synth_area,5700,µm²
power_and_ir_drop,cellPowerDensity,317,nW/µm²
synth,synthArstFlopShare,0,
synth,synth_warnings,1,
synth,ys_ff,105,
timing,worst_pin_slew,0.639,ns
placed_design,dpl_cell_area,6100,µm²
global_routing,grt_antenna_before_repair,0,
floorplanning,core,11000,µm²
timing,setup-violations-final,0,
timing,setup_slack,1.45,ns
setup_path,path_class,"in2reg",
floorplanning,num_rows,38,
clocking,postCtsHoldBufs,0,
synth,synth_top_flop_cell,"edfxtp_1",
timing,whs,0.445,ns
route,drc,0,
route,via_count,3885,
setup_path,cp_max_fo,40,
timing,max_slew_margin,0.572,
clocking,clk_pin_slew,0.07,ns
final_layout,drive_gt1_frac,0.0459,
route,drt_iter0_drc,150,
synth,ys_area,5700,µm²
route,postRouteAntennaNets,0,
synth,syn-mean-instance-area,9.74,µm²
job,log.warning_count,74,
placed_design,gp_congestion,0.816,
floorplanning,die_w,109,µm
floorplanning,ios,224,
synth,top_area_frac,0.295,
job,drv_cap,0,
clocking,ctsHtreeMaxLevel,3,
setup_path,crit_path_frequent_cell,"buf_4",
clocking,cts_buffers,9,
clocking,cts_resized,0,
floorplanning,dieHeight,109,µm
setup_path,critPathRequiredTime,4.17,ns
placed_design,port_buffers,68,
synth,yosysTopAreaCell,"edfxtp_1",
worst_hold_path,min_path_type,"reg2reg",
setup_path,start_kind,"input port",
clocking,clockBufferDepth,2,
clocking,clock-sinks,105,
setup_path,crit_family,"buffers and inverters",
power_and_ir_drop,peakVddDrop,0.263,mV
route,via_per_inst,4.89,
synth,ys_seq_share,0.467,
clocking,cts_setup_buffers,0,
global_routing,first_global_vias,3295,
clocking,clk-insertion-delay-late,0.34,ns
placed_design,hpwl,6.87,mm
route,drt-total-wl,9.71,mm
clocking,cts-root-buf,"clkbuf_16",
synth,common_cells,"buf_4 (113), edfxtp_1 (56), nor2_1 (50)",
timing,fin_crit,2.75,ns
timing,fin_skew,0.00647,ns
timing,fin_tns_setup,0,ns
power_and_ir_drop,leakagePower,2.43,nW
setup_path,arrival,2.73,ns
global_routing,grt_first_pass_wirelength,15.8,mm
setup_path,critPathSlowestCell,"buf_4",
placed_design,dpl.cell_count,778,
timing,fmax,0.363,GHz
clocking,cts_tree,"yes",
synth,yosys_cells,585,
-- per-layer routing --
layer	share of wire	wire [µm]	track usage
met5	0	0	0
met4	0.0075	73	0.0154
met3	0.064	622	0.0347
met2	0.44	4290	0.257
met1	0.49	4720	0.294
-- layout by cell type, fill, tap and decap left out, drive strengths merged, types with 11 or more instances in the layout --
| cell | netlist | routed |
|---|---|---|
| a21oi | 35 | 35 |
| clkdlybuf4s50 | 0 | 68 |
| conb | 2 | 111 |
| dfxtp | 49 | 49 |
| edfxtp | 56 | 56 |
| ha | 13 | 13 |
| inv | 26 | 28 |
| mux2i | 11 | 11 |
| nand2 | 33 | 33 |
| nand3 | 26 | 26 |
| nand4 | 13 | 13 |
| nor2 | 50 | 50 |
| o21ai | 23 | 23 |
| or3 | 13 | 13 |
| or4 | 12 | 12 |
| xnor2 | 16 | 16 |
| xor2 | 13 | 13 |
-- worst paths after layout --
check / startpoint / to / slack (ns) / depth (start not counted)
max: ARESETn / M_AXI_WDATA[27] / 1.45 / 5
min: state[0] / state[2] / 0.45 / 2
max reg2reg: w_beat_cnt[0] / w_burst_idx[7] / 1.72 / 5
min reg2reg: state[0] / state[2] / 0.45 / 2
-- registers in the layout, indices dropped and copies added (netlist names), 3 cells and up --
register / count
aw_issue_idx: 8
state: 3
rd_outstanding: 3
ar_issue_idx: 8
wr_outstanding: 3
M_AXI_AWADDR: 8
w_beat_cnt: 8
aw_pending: 4
M_AXI_WDATA: 32
M_AXI_ARADDR: 8
w_burst_idx: 8
M_AXI_ARID: 4
-- stage by stage --
| stage | total power [W] | utilization |
|---|---|---|
| 2_1_floorplan | 0.00125 | - |
| 3_3_place_gp | 0.00121 | 0.555 |
| 3_5_place_dp | 0.00121 | 0.555 |
| 4_1_cts | 0.00206 | 0.583 |
| 5_1_grt | 0.00212 | 0.583 |
| 6_report | 0.00203 | 0.583 |
-- report_power, final --
group / leakage (nW) / switching, W / internal (W) / total (W)
clock network: 0.149 / 0.000374 / 0.000472 / 0.000847
logic: 1.36 / 0.0000405 / 0.0000413 / 0.0000818
registers: 0.917 / 0.0000155 / 0.00109 / 0.00110
-- cell families (layout without fill, tap and decap cells) --
family,count (synthesis),count (layout),share of synthesized area
compound gates,73,73,0.0714
xor+xnor,29,29,0.0446
fa+ha+maj,15,15,0.0356
buf+inv,156,116,0.178
flops,105,105,0.467
mux,11,11,0.0193
other cells,2,111,0.00132
simple gates,194,194,0.183
-- cell type report --
class	count	area, µm²
Inverter	27	101
Tap cell	140	175
Timing Repair Buffer	73	718
Multi-Input combinational cell	433	2440
Clock inverter	6	76.3
Fill cell	896	4580
Clock buffer	10	229
Sequential cell	105	2660
-- worst register-to-register path, stage by stage, from the launching register on --
cell and delay [ns]:
edfxtp_1 0.44, ha_1 0.26, nor3b_1 0.39, nand3_1 0.51, or4_1 0.65, a21oi_1 0.15
Power is estimated from default activity; no workload was simulated.
